==> design/flow/config.mk <==
export PLATFORM = sky130hd
export DESIGN_NAME = Main_FSM
export DESIGN_NICKNAME = Main_FSM
export VERILOG_FILES = /design/flow/design.v
export SDC_FILE = /design/flow/constraint.sdc
export NUM_CORES = 4
export LEC_CHECK = 1
export CORE_AREA = 10 10 96 96
export DIE_AREA = 0 0 106 106
==> design/flow/constraint.sdc <==
current_design Main_FSM

set clk_period 2.3
set clk_io_pct 0.2

create_clock -name clk0 -period $clk_period [get_ports {clk}]

set non_clock_inputs [all_inputs -no_clocks]
set_input_delay [expr $clk_period * $clk_io_pct] -clock clk0 $non_clock_inputs
set_output_delay [expr $clk_period * $clk_io_pct] -clock clk0 [all_outputs]
==> design/flow/design.v <==
`timescale 1ns / 1ps
module Main_FSM(
	input clk,
	input reset,
	input Ubtn,  
	input Dbtn,  
	input Lbtn,  
	input Rbtn,  
	output reg [6:0] SSG_D,  
	output [2:0] SSG_EN 	 
	);
	parameter IDLE = 4'b0000; 	 
	parameter ST0 = 4'b0001; 	 
	parameter ST1 = 4'b0010; 	 
	parameter ST2 = 4'b0011; 	 
	parameter ST3 = 4'b0100; 	 
	parameter E1 = 4'b0101; 	 
	parameter E2 = 4'b0110; 	 
	parameter E3 = 4'b0111; 	 
	parameter E4 = 4'b1000; 	 
    reg [3:0] c_state ;		 
	reg [3:0] n_state ;		 
	wire Ue, De, Le, Re;
	wire Uin, nUin, Lin, nLin, Rin, nRin, anyIN;
	assign Uin = Ue & !(De | Le | Re);  
	assign nUin = !Ue & (De | Le | Re);
	assign Lin = Le & !(Ue | De | Re);
	assign nLin = !Le & (Ue | De | Re);
	assign Rin = Re & !(Ue | De | Le);
	assign nRin = !Re & (Ue | De | Le);
	assign anyIN = Ue | De | Le | Re;
	button_FSM Up_pushed (clk, reset, Ubtn, Ue);
	button_FSM Dn_pushed (clk, reset, Dbtn, De);
	button_FSM Lf_pushed (clk, reset, Lbtn, Le);
	button_FSM Rt_pushed (clk, reset, Rbtn, Re);
	always @(posedge clk)  
	begin
	if (reset) c_state <= IDLE;
	else c_state <= n_state;
	end
	always @(*) 
	begin
	case (c_state)
	IDLE : if (Uin) n_state = ST0;
	       else if (nUin) n_state = E1;
	       else n_state = IDLE;
	ST0 : if (Lin) n_state = ST1;
	      else if (nLin) n_state = E2;
	      else n_state = ST0;
	ST1 : if (Lin) n_state = ST2;
	      else if (nLin) n_state = E3;
	      else n_state = ST1;
	ST2 : if (Rin) n_state = ST3;
	      else if (nRin) n_state = E4;
	      else n_state = ST2;
	ST3 : if (reset) n_state = IDLE;
	      else n_state = ST3;
	E1 : if (anyIN) n_state = E2;
	     else n_state = E1;
	E2 : if (anyIN) n_state = E3;
	     else n_state = E2;
	E3 : if (anyIN) n_state = E4;
	     else n_state = E3;
	E4 : if (reset) n_state = IDLE;
	     else n_state = E4;
	default : n_state = IDLE;
	endcase
	end
	always @(*)
	begin
	case (c_state)
	IDLE : SSG_D = 7'b1000000;	 
	ST0 : SSG_D = 7'b1111001; 	 
	ST1 : SSG_D = 7'b0100100; 	 
	ST2 : SSG_D = 7'b0110000;	 
	ST3 : SSG_D = 7'b0010000; 	 
	E1 : SSG_D = 7'b0011001; 	 
	E2 : SSG_D = 7'b0010010; 	 
	E3 : SSG_D = 7'b0000000; 	 
	E4 : SSG_D = 7'b0000110;
	default : SSG_D = 7'b1111111;  
	endcase
	end
	assign SSG_EN = 3'b111;  
endmodule
`timescale 1ns / 1ps
module button_FSM(
    input clk,
    input reset,
    input button,
	output button_pushed
    );
    parameter   IDLE    =   2'b00;
    parameter   ST0     =   2'b01;
    parameter   ST1     =   2'b11;
    reg   [1:0]     c_state ;
    reg   [1:0]     n_state ;
    always@(*)begin
    case(c_state)
    IDLE:   if(button == 1'b1)
            n_state = ST0;
            else 
            n_state = IDLE;
    ST0:    if(button == 1'b0)
            n_state = ST1;
            else 
            n_state = ST0;
    ST1:    n_state = IDLE;    
    default: n_state = IDLE;      
    endcase
    end
    always@(posedge clk or posedge reset)
    if(reset) c_state  <=  IDLE;
    else c_state <=  n_state;
  assign  button_pushed = (c_state == ST1)? 1'b1  : 1'b0;  
endmodule
==> design/flow/run.sh <==
#!/bin/bash
# OpenROAD 26Q1-2900-gdf79404cd8, Yosys 0.63+post, stock flow scripts
make -C /OpenROAD-flow-scripts/flow DESIGN_CONFIG=/design/flow/config.mk WORK_HOME=/design/flow/orfs finish
==> impl_results.html <==
<p>Metrics extracted from the flow reports.</p>
<table>
<tr><th>Metric</th><th>Value</th></tr>
<tr><th colspan="2">Outcome</th></tr>
<tr><td>Run status</td><td>finished, final reports clean</td></tr>
<tr><th colspan="2">Floorplanning</th></tr>
<tr><td>Total core area</td><td>7210 sq um</td></tr>
<tr><td>Floorplan utilization</td><td>15.6%</td></tr>
<tr><td>Vertical extent of the die</td><td>106 um</td></tr>
<tr><td>Chip area</td><td>11200 sq um</td></tr>
<tr><td>Row count</td><td>31</td></tr>
<tr><td>Boundary pin count</td><td>16</td></tr>
<tr><td>Die outline width</td><td>106 um</td></tr>
<tr><th colspan="2">STA</th></tr>
<tr><td>RSZ-0062 raised after global routing</td><td>no</td></tr>
<tr><td>Post-Route Skew</td><td>0.00457 ns</td></tr>
<tr><td>Final Setup Violations</td><td>0</td></tr>
<tr><td>Post-layout period usage</td><td>94.2%</td></tr>
<tr><td>Sum Neg Setup Slack</td><td>0 ns</td></tr>
<tr><td>Maximum clock rate</td><td>462 MHz</td></tr>
<tr><td>Least setup slack across all paths after layout</td><td>0.134 ns</td></tr>
<tr><td>Final number of hold-violating endpoints</td><td>0</td></tr>
<tr><td>Min Tclk post-route</td><td>2.17 ns</td></tr>
<tr><td>Final Hold Slack</td><td>0.485 ns</td></tr>
<tr><td>Max-slew violation total from the final report</td><td>0</td></tr>
<tr><th colspan="2">Route</th></tr>
<tr><td>Routed Wire Length</td><td>1.90 mm</td></tr>
<tr><td>Total met2 wirelength after detailed routing</td><td>879 um</td></tr>
<tr><td>DRT iter0 DRCs</td><td>27</td></tr>
<tr><td>Max layer used</td><td>met4</td></tr>
<tr><td>Mean routed wirelength per cell</td><td>8.40 um</td></tr>
<tr><td>Antenna violation net count after detailed routing</td><td>0</td></tr>
<tr><td>Total number of vias</td><td>778</td></tr>
<tr><td>Via count normalized by instance count</td><td>3.44</td></tr>
<tr><td>Post-detailed-route DRC marker count</td><td>0</td></tr>
<tr><td>Count of antenna diodes in the layout</td><td>0</td></tr>
<tr><td>Met3 wire length</td><td>54 um</td></tr>
<tr><td>Routed length on met1</td><td>928 um</td></tr>
<tr><td>Total iterations of the first detailed-routing run</td><td>3</td></tr>
<tr><th colspan="2">Layout</th></tr>
<tr><td>Logic area</td><td>522 sq um</td></tr>
<tr><td>Area Growth Syn to Fin</td><td>22.7%</td></tr>
<tr><td>Fraction of final layout cells with drive strength greater than 1</td><td>13.4%</td></tr>
<tr><td>Sequential cell area</td><td>505 sq um</td></tr>
<tr><td>Fillers</td><td>816</td></tr>
<tr><th colspan="2">Flow run</th></tr>
<tr><td># Max-Cap Violations</td><td>0</td></tr>
<tr><td>Number of OpenROAD warnings</td><td>28</td></tr>
<tr><th colspan="2">Yosys</th></tr>
<tr><td>Number of cells in the yosys synthesis report</td><td>115</td></tr>
<tr><td>Ranking of synthesized cells by instance count</td><td>12 x inv_1, 10 x dfxtp_1, 8 x dfrtp_1</td></tr>
<tr><td>Largest cells by area</td><td>dfrtp_1 18%, dfxtp_1 18%, dfstp_2 9.3%, ha_1 6.7%, inv_1 4.0%</td></tr>
<tr><td>Mean area per synthesized cell</td><td>9.78 sq um</td></tr>
<tr><td>Post-synthesis sequential element count</td><td>22</td></tr>
<tr><td>Instance tally after logic synthesis</td><td>115</td></tr>
<tr><td>Count of flip-flops with a built-in enable after synthesis</td><td>0</td></tr>
<tr><td>Post-synthesis cell type with the largest instance count</td><td>inv_1</td></tr>
<tr><td>Area of the mapped netlist</td><td>1120 sq um</td></tr>
<tr><td>Async SR Flop Fraction</td><td>54.5%</td></tr>
<tr><td>Yosys warns</td><td>2</td></tr>
<tr><td>Top cell type by total area after synthesis</td><td>dfrtp_1</td></tr>
<tr><td>Sequential share of the synthesized area</td><td>44.9%</td></tr>
<tr><td>Chip area in the Yosys report</td><td>1120 sq um</td></tr>
<tr><td>Number of distinct library cells after synthesis</td><td>42</td></tr>
<tr><td>Commonest register cell after synthesis</td><td>dfxtp_1</td></tr>
<tr><td>Share of the synthesized area in the top cell type</td><td>17.8%</td></tr>
<tr><th colspan="2">Clock tree</th></tr>
<tr><td>Clock sink total</td><td>22</td></tr>
<tr><td>CTS H-Tree Depth</td><td>1</td></tr>
<tr><td>Clock tree from TritonCTS</td><td>yes</td></tr>
<tr><td>Post-CTS setup buffer count</td><td>0</td></tr>
<tr><td>Clock tree buffer depth</td><td>2</td></tr>
<tr><td>Cts bufs inserted</td><td>3</td></tr>
<tr><td>Resized cells post-CTS</td><td>0</td></tr>
<tr><td>Hold-fix buffer count after cts</td><td>0</td></tr>
<tr><td>Latest clock arrival within the worst-skew pair</td><td>0.25 ns</td></tr>
<tr><td>Clock-pin transition on the worst setup and hold timing paths</td><td>0.07 ns</td></tr>
<tr><td>Clk root buf</td><td>clkbuf_8</td></tr>
<tr><th colspan="2">Critical path</th></tr>
<tr><td>CP top delay family</td><td>simple AND/OR/NAND/NOR gates</td></tr>
<tr><td>Worst endpoint data arrival time</td><td>2.34 ns</td></tr>
<tr><td>Worst stage delay on the critical path</td><td>0.41 ns</td></tr>
<tr><td>Cells along the critical path</td><td>or3_1, ha_1, mux2_1, o21ai_2, a2bb2oi_2, and2_4, o31ai_2</td></tr>
<tr><td>Endpoint kind of the worst setup timing path</td><td>register</td></tr>
<tr><td>Critical path type</td><td>reg -&gt; reg</td></tr>
<tr><td>Critical path's slowest cell</td><td>dfrtp_1</td></tr>
<tr><td>Sort of element at the start of the critical path</td><td>register</td></tr>
<tr><td>Buffers plus inverters on the worst setup path</td><td>0</td></tr>
<tr><td>Data required, critical path</td><td>2.48 ns</td></tr>
<tr><td>Worst-path fanout max</td><td>5</td></tr>
<tr><th colspan="2">Global route</th></tr>
<tr><td>Initial antenna violation count</td><td>0</td></tr>
<tr><td>Largest net degree at the start of global routing</td><td>13</td></tr>
<tr><td>Vias in the first global route</td><td>802</td></tr>
<tr><td>Global-route wire length before repair</td><td>3.42 mm</td></tr>
<tr><td>Overflow after GRT</td><td>0</td></tr>
<tr><td>Global Route Usage Sum</td><td>3.43%</td></tr>
<tr><th colspan="2">Placement</th></tr>
<tr><td>Detailed-placement wirelength estimate</td><td>1.56 mm</td></tr>
<tr><td>Final weighted congestion in routability-driven placement</td><td>0.794</td></tr>
<tr><td>Post-Place Setup Slack</td><td>0.156 ns</td></tr>
<tr><td>Count of port buffers added during placement</td><td>12</td></tr>
<tr><th colspan="2">Min path</th></tr>
<tr><td>Tightest Hold Check Type</td><td>reg -&gt; reg</td></tr>
<tr><th colspan="2">Pwr</th></tr>
<tr><td>Total power consumption of the routed design</td><td>1020 uW</td></tr>
<tr><td>Leakage</td><td>0.000566 uW</td></tr>
<tr><td>Pwr/cell area</td><td>737 nW/um^2</td></tr>
<tr><td>Largest voltage drop on the vdd net</td><td>0.000187 V</td></tr>
</table>
power breakdown:
group / internal (uW) / leakage [uW] / switching [uW]
Clock: 119 / 0.0000231 / 112
Combinational: 170 / 0.000311 / 124
Sequential: 445 / 0.000232 / 46.4
metal layers:
layer	up-vias	global-route usage [%]
met2	7	5.83
met4	0	0.774
met3	2	0.612
li1	408	-
met5	-	0
met1	361	4.43
worst register-to-register path, cell delays in order (launching register included):
cell	delay (ns)
dfrtp_1	0.41
or3_1	0.41
ha_1	0.31
mux2_1	0.31
o21ai_2	0.17
a2bb2oi_2	0.10
and2_4	0.17
o31ai_2	0.21
layout make-up:
type                       instances  area share (%)
multi-input combinational         74            37.8
timing repair buffer              14            9.79
sequential                        22            36.6
inverter                          13            3.54
clock buffer                       3            2.99
clock inverter                     1           0.272
tap                               99            8.98
stage by stage:
stage          cells  util [%]  cell area (sq um)
6_report         226      19.1               1380
5_1_grt          226      19.1               1380
4_1_cts          226      19.1               1380
3_5_place_dp     222      18.5               1340
3_3_place_gp     222      18.5               1340
2_1_floorplan    117         -               1130
final timing paths:
path,start,to,slack (ns),cells after the start
hold / removal,Up_pushed.c_state[1],Up_pushed.c_state[1],0.48,1
hold reg to reg,Up_pushed.c_state[1],Up_pushed.c_state[1],0.48,1
setup / recovery,Rt_pushed.c_state[2],SSG_D[4],0.13,7
min in group asynchronous,reset,Rt_pushed.c_state[2],0.65,3
max in group asynchronous,reset,Lf_pushed.c_state[0],1.43,3
setup reg to reg,Rt_pushed.c_state[2],SSG_D[4],0.13,7
flip-flops by register name (all words and copies together), names as in the netlist:
name / count
Dn_pushed.c_state: 3
Rt_pushed.c_state: 3
Up_pushed.c_state: 3
Lf_pushed.c_state: 3
c_state: 4
SSG_D: 6
cells by family (layout without fill, tap and decap cells):
| group | count (synthesis) | in the layout | share of synthesized area, % |
|---|---|---|---|
| simple gates | 36 | 36 | 17.9 |
| compound gates | 26 | 26 | 18.0 |
| flops | 22 | 22 | 44.9 |
| buf+inv | 21 | 31 | 9.34 |
| fa+ha+maj | 6 | 6 | 6.67 |
| mux | 3 | 3 | 2.78 |
| other cells | 1 | 3 | 0.333 |
placed cells by master, fill, tap and decap left out, drive strengths merged, types with 3 or more instances in the layout:
master / count
conb: 3
nand2: 4
o21ai: 8
dfstp: 4
nor2: 7
nor2b: 5
ha: 6
nand2b: 4
a21o: 3
dfrtp: 8
inv: 13
or3: 3
dfxtp: 10
clkdlybuf4s50: 12
clkbuf: 3
o21a: 3
nor3: 4
Power is estimated from default activity; no workload was simulated.
